<file path="flow/run.sh">
#!/bin/bash
# OpenROAD 26Q1-2900-gdf79404cd8, Yosys 0.63+post, stock flow scripts
make -C /OpenROAD-flow-scripts/flow DESIGN_CONFIG=/design/flow/config.mk WORK_HOME=/design/flow/orfs finish
</file>
<file path="flow/config.mk">
export PLATFORM = sky130hd
export DESIGN_NAME = trafficlight
export DESIGN_NICKNAME = trafficlight
export VERILOG_FILES = /design/flow/design.v
export SDC_FILE = /design/flow/constraint.sdc
export NUM_CORES = 4
export LEC_CHECK = 1
export CORE_AREA = 10 10 70 70
export DIE_AREA = 0 0 80 80
</file>
<file path="flow/constraint.sdc">
current_design trafficlight

set clk_period 3.5
set clk_io_pct 0.2

create_clock -name clk0 -period $clk_period [get_ports {clk}]

set non_clock_inputs [all_inputs -no_clocks]
set_input_delay [expr $clk_period * $clk_io_pct] -clock clk0 $non_clock_inputs
set_output_delay [expr $clk_period * $clk_io_pct] -clock clk0 [all_outputs]
</file>
<file path="flow/design.v">
`timescale 1ns / 1ps
module trafficlight(
    input clk,rst,
    output reg [2:0]light_M1,
    output reg [2:0]light_S,
    output reg [2:0]light_MT,
    output reg [2:0]light_M2
    );
    parameter  S1=0, S2=1, S3 =2, S4=3, S5=4,S6=5;
    reg [3:0]count;
    reg[2:0] ps;
    parameter  sec7=7,sec5=5,sec2=2,sec3=3;
    always@(posedge clk or posedge rst)
        begin
        if(rst==1)
        begin
        ps<=S1;
        count<=0;
        end
        else
            case(ps)
                S1: if(count<sec7)
                        begin
                        ps<=S1;
                        count<=count+1;
                        end
                    else
                        begin
                        ps<=S2;
                        count<=0;
                        end
                S2: if(count<sec2)
                        begin
                        ps<=S2;
                        count<=count+1;
                        end
                    else
                        begin
                        ps<=S3;
                        count<=0;
                        end
                S3: if(count<sec5)
                        begin
                        ps<=S3;
                        count<=count+1;
                        end
                    else
                        begin
                        ps<=S4;
                        count<=0;
                        end
                S4:if(count<sec2)
                        begin
                        ps<=S4;
                        count<=count+1;
                        end
                    else
                        begin
                        ps<=S5;
                        count<=0;
                        end
                S5:if(count<sec3)
                        begin
                        ps<=S5;
                        count<=count+1;
                        end
                    else
                        begin
                        ps<=S6;
                        count<=0;
                        end
                S6:if(count<sec2)
                        begin
                        ps<=S6;
                        count<=count+1;
                        end
                    else
                        begin
                        ps<=S1;
                        count<=0;
                        end
                default: ps<=S1;
                endcase
            end   
            always@(ps)    
            begin
                case(ps)
                    S1:
                    begin
                       light_M1<=3'b001;
                       light_M2<=3'b001;
                       light_MT<=3'b100;
                       light_S<=3'b100;
                    end
                    S2:
                    begin 
                       light_M1<=3'b001;
                       light_M2<=3'b010;
                       light_MT<=3'b100;
                       light_S<=3'b100;
                    end
                    S3:
                    begin
                       light_M1<=3'b001;
                       light_M2<=3'b100;
                       light_MT<=3'b001;
                       light_S<=3'b100;
                    end
                    S4:
                    begin
                       light_M1<=3'b010;
                       light_M2<=3'b100;
                       light_MT<=3'b010;
                       light_S<=3'b100;
                    end
                    S5:
                    begin
                       light_M1<=3'b100;
                       light_M2<=3'b100;
                       light_MT<=3'b100;
                       light_S<=3'b001;
                    end
                    S6:
                    begin 
                       light_M1<=3'b100;
                       light_M2<=3'b100;
                       light_MT<=3'b100;
                       light_S<=3'b010;
                    end
                    default:
                    begin 
                       light_M1<=3'b000;
                       light_M2<=3'b000;
                       light_MT<=3'b000;
                       light_S<=3'b000;
                    end
                    endcase
            end                
endmodule
</file>
==> job_summary.md <==
## Synthesis and layout report

| Metric | Value |
|---|---|
| First-pass GRT wire length | 2440 um |
| Critical path class | register to output pin |
| Synth Cell Area | 673 um2 |
| Layout Skew | 0.00850 ns |
| Pwr Density | 270 nW/um2 |
| Initial antenna violation count | 0 |
| IO Port Bufs | 13 |
| P_leak | 0.345 nW |
| Synth unique cells | 32 |
| DR vias/cell | 4.38 |
| Post-DP HPWL | 1090 um |
| Gpl congestion | 0.908 |
| Core area | 3420 um2 |
| Setup slack, reg-to-reg | 1.89 ns |
| Adder Share, Synth | 0.0372 |
| Clk slew on worst S/H paths | 0.07 ns |
| Ant diodes | 0 |
| DIE WIDTH | 80 um |
| Simple-Gate Fraction of Synth Area | 0.257 |
| Main logic family after synthesis | simple AND/OR/NAND/NOR gates |
| Crit path time final | 2.52 ns |
| Peak supply drop | 0.0000854 V |
| Clock Path Buffers | 2 |
| Cell with the most instances after synthesis | dfrtp_1 |
| Num CTS Buffers | 3 |
| CTS tree | done |
| XOR Share, Synth | 0 |
| Met3 Use GR | 0.0170 |
| Area Growth Syn to Fin | 23.0% |
| Cycle use final | 0.720 |
| Top cells by count | dfrtp_1, nor2_1, clkbuf_1, inv_1 |
| Synth Warn # | 1 |
| Relative slew slack | 0.741 |
| Skew-Pair Late Insertion Delay | 0.27 ns |
| DRT Wirelength | 1540 um |
| CP required | 2.80 ns |
| DRT iter0 DRCs | 90 |
| CP arrival | 1.82 ns |
| # Max-Cap Violations | 0 |
| Seq/Total Area, Yosys | 0.374 |
| Slew Viols, Final | 0 |
| Drt drc | 0 |
| EDFF count, synth | 0 |
| Layout cells sized above 1 | 0.167 |
| Die y size | 80 um |
| Die Size | 6400 um2 |
| Met1 usage | 0.0606 |
| Clk sinks | 10 |
| Final setup fails | 0 |
| Peak Freq | 397 MHz |
| Tool warnings | 26 |
| Final antenna-violating net count | 0 |
| Met2 Use GR | 0.0682 |
| Post-Synth AOI/OAI Area | 0.182 |
| Synth flops | 10 |
| Crit path launch type | register |
| Htree depth | 1 |
| Max FO, Critical Path | 7 |
| Asr flop ratio synth | 1.00 |
| Fp util | 0.197 |
| Leading area contributor after synthesis | dfrtp_1 |
| Ranking of synthesized cells by area | dfrtp_1, dfstp_2, nor2_1, a21oi_1, ha_1 |
| Largest net degree at the start of global routing | 12 |
| Mux area share | 0.0149 |
| Post-layout power | 223 uW |
| Io pins | 14 |
| Post-CTS Setup Bufs | 0 |
| GRT overflow | 0 |
| CP endpoint kind | output pin |
| GRT Total Usage | 0.0455 |
| Status | finished clean |
| Final Hold Fails | 0 |
| Ys cells | 77 |
| WL/cell | 11.8 um |
| Synth Instances | 77 |
| Yosys chip area | 673 um2 |
| RSZ-0062 raised after global routing | no |
| Vias in the first global route | 513 |
| Post-CTS Hold Fix Bufs | 0 |
| Setup TNS | 0 ns |
| Root buffer cell | clkbuf_4 |
| Synthesized area per cell | 8.74 um2 |
| Slew @ Worst Pin | 0.388 ns |
| Routed vias | 570 |
| CTS resizes | 0 |
| # rows | 21 |
| DRT Pass-1 Iters | 4 |
| Synth Flop Type | dfrtp_1 |
| Busiest grt layer | met2 |
| Hold crit path type | register to register |
| Max-area cell share | 0.335 |
-- through the flow --
step	area (um2)	hold WS, ns	utilization	setup WS [ns]	instances
global placement	792	0.511	0.232	1.29	126
CTS	828	0.535	0.242	0.959	130
floorplan	673	0.489	-	1.78	77
finish	828	0.537	0.242	0.980	130
global route	828	0.561	0.242	0.888	130
detailed placement	792	0.526	0.232	1.27	126
-- flip-flops by register name, indices dropped and copies added (netlist names) --
signal and count:
count 4, ps 6
-- critical path: stages, from the launching register on --
cell and delay, ns:
dfrtp_1 0.45, or2_2 0.37, or3_1 0.31, clkdlybuf4s50_1 0.42
-- metal layers --
metal,up-vias,wire (um),share of wire
met1,267,700,0.46
met4,0,13,0.0085
met3,2,127,0.083
li1,275,-,-
met5,-,0,0
met2,26,693,0.45
-- power breakdown --
part	switching [mW]	internal [mW]
logic	0.00232	0.00104
registers	0	0.116
clock network	0.0413	0.0632
-- final timing paths --
| check | startpoint | endpoint | depth (start not counted) |
|---|---|---|---|
| max in group asynchronous | rst | ps[0]$_DFF_PP1_ | 2 |
| max | ps[4]$_DFF_PP0_ | light_MT[2] | 3 |
| max reg2reg | ps[2]$_DFF_PP0_ | count[0]$_DFFE_PP0P_ | 4 |
| min in group asynchronous | rst | ps[1]$_DFF_PP0_ | 2 |
| min | count[0]$_DFFE_PP0P_ | count[0]$_DFFE_PP0P_ | 1 |
| min reg2reg | count[0]$_DFFE_PP0P_ | count[0]$_DFFE_PP0P_ | 1 |
-- cell type report --
cell class              count  area [um2]
clock buffers               4        36.3
fillers                   371        2590
inverters                   6        22.5
multi-input cells          51         330
flip-flops and latches     10         251
well taps                  46        57.6
repair buffers             13         130
-- cell usage in the layout (no fill, tap or decap), types with 2 or more instances in the layout --
master	netlist	routed
a21oi_1	5	5
nand2_1	5	5
dfrtp_1	9	9
o21ai_0	4	4
clkbuf_4	0	3
ha_1	2	2
nand2b_1	2	2
or4_4	2	2
clkdlybuf4s50_1	0	13
or3_1	2	2
nor3_1	5	5
inv_1	6	6
nor2_1	7	7
o31ai_2	2	2
-- logic make-up after synthesis --
| group | after synthesis |
|---|---|
| multiplexers | 1 |
| flip-flops | 10 |
| AND/OR/NAND/NOR | 30 |
| AND-OR/OR-AND | 18 |
| buffers and inverters | 16 |
| adder cells (fa/ha/maj) | 2 |
Power figures rest on the tool's default switching activity, not on a simulated workload.
